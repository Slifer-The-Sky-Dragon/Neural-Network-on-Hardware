$ cat /design/flow/config.mk
export PLATFORM = sky130hd
export DESIGN_NAME = Ip_controller
export DESIGN_NICKNAME = Ip_controller
export VERILOG_FILES = /design/flow/design.v
export SDC_FILE = /design/flow/constraint.sdc
export NUM_CORES = 4
export LEC_CHECK = 1
export CORE_UTILIZATION = 40
$ cat /design/flow/design.v
`timescale 1ns / 1ps
module Counter #(parameter N = 10)
					 (input clk, rst, en, 
					  output reg[31:0] result,
					  output co);
	always@(posedge clk , posedge rst) begin
		if(rst)
			result <= 0;
		else if(en) begin
			if(result == N - 1)
				result <= 0;
			else
				result <= result + 1;
		end
	end
	assign co = (result == N - 1) ? 1'b1 : 1'b0;
endmodule
`timescale 1ns / 1ps
module Ip_controller #(parameter N = 10)
							(input clk, rst, start,
							 output reg ready, ld_Acc, rst_Acc,
							 output[31:0] input_sel);
	parameter IDLE = 2'b00, RSTS = 2'b01 , CALC = 2'b10;
	reg[1:0] next_state, cur_state;
	reg counter_rst, counter_en;
	wire co;
	Counter #(N) controller_counter (
		 .clk(clk), 
		 .rst(counter_rst), 
		 .en(counter_en), 
		 .result(input_sel), 
		 .co(co)
		 );
	always @(cur_state, start, co) begin
		next_state = 2'b00;
		case(cur_state)
			IDLE: next_state = (start) ? RSTS : IDLE;
			RSTS: next_state = CALC;
			CALC: next_state = (co) ? IDLE : CALC;
			default : next_state = IDLE;
		endcase
	end
	always@(posedge clk, posedge rst) begin
		if(rst)
			cur_state <= IDLE;
		else
			cur_state <= next_state;
	end
	always@(cur_state) begin
		{ready, counter_rst, counter_en, ld_Acc, rst_Acc} = 5'b0;
		case(cur_state)
			IDLE : ready = 1'b1;
			RSTS : {counter_rst, rst_Acc} = 2'b11;
			CALC : {counter_en, ld_Acc} = 2'b11;
		endcase
	end
endmodule
$ cat /design/flow/constraint.sdc
current_design Ip_controller

set clk_period 1.4
set clk_io_pct 0.2

create_clock -name clk0 -period $clk_period [get_ports {clk}]

set non_clock_inputs [all_inputs -no_clocks]
set_input_delay [expr $clk_period * $clk_io_pct] -clock clk0 $non_clock_inputs
set_output_delay [expr $clk_period * $clk_io_pct] -clock clk0 [all_outputs]
$ cat /design/flow/run.sh
#!/bin/bash
# OpenROAD 26Q1-2900-gdf79404cd8, Yosys 0.63+post, stock flow scripts
make -C /OpenROAD-flow-scripts/flow DESIGN_CONFIG=/design/flow/config.mk WORK_HOME=/design/flow/orfs finish
==> run_summary.xml <==
<?xml version="1.0" encoding="UTF-8"?>
<metrics>
  <group name="finish">
    <metric name="area_growth_syn_to_layout" unit="%">98.8</metric>
    <metric name="final_cells" unit="">357</metric>
    <metric name="final_layout_top_logic_cell" unit="">sky130_fd_sc_hd__buf_4</metric>
    <metric name="fillCellCount" unit="">190</metric>
    <metric name="final_cell_mix" unit="">sky130_fd_sc_hd__buf_4 (61), sky130_fd_sc_hd__buf_6 (41), sky130_fd_sc_hd__dfrtp_1 (32), sky130_fd_sc_hd__dlygate4sd2_1 (21), sky130_fd_sc_hd__xor2_1 (15)</metric>
    <metric name="final_layout_size_suffix_gt1_share" unit="%">51.5</metric>
    <metric name="final_design_area_no_fill" unit="um2">3490</metric>
  </group>
  <group name="setup_path">
    <metric name="critPathMaxFanout" unit="">4</metric>
    <metric name="timing.critical_path.from_type" unit="">register</metric>
    <metric name="worstSetupPathType" unit="">reg -&gt; reg</metric>
    <metric name="crit_required" unit="ns">1.61</metric>
    <metric name="worstSetupEndpointType" unit="">register</metric>
    <metric name="critical_path_arrival" unit="ns">1.88</metric>
  </group>
  <group name="detailed_routing">
    <metric name="dr_total_vias" unit="">1891</metric>
    <metric name="drt-vias-per-instance" unit="">5.30</metric>
    <metric name="route.antenna.diode_count" unit="">0</metric>
    <metric name="drt.antenna.violating_nets" unit="">0</metric>
    <metric name="routed_wire_length_per_instance" unit="um">17.2</metric>
    <metric name="initialDrtViolationCount" unit="">110</metric>
    <metric name="remaining_drcs" unit="">0</metric>
    <metric name="wl" unit="um">6140</metric>
    <metric name="drtPass1Iterations" unit="">4</metric>
  </group>
  <group name="sta">
    <metric name="timing.max_slew.rel_slack" unit="%">74.0</metric>
    <metric name="report.final.setup_viol" unit="">30</metric>
    <metric name="layout_min_cycle_time" unit="ns">1.67</metric>
    <metric name="final.setup.worst_slack" unit="ns">-0.271</metric>
    <metric name="unrepaired_setup_endpoints_after_global_routing" unit="">yes</metric>
    <metric name="worst_slew_pin_slew" unit="ns">0.387</metric>
    <metric name="final-hold-violation-count" unit="">0</metric>
    <metric name="fmaxAchievable" unit="MHz">599</metric>
    <metric name="slew_viol_final" unit="">0</metric>
    <metric name="finalClockSkew" unit="ns">0.00381</metric>
    <metric name="final_min_period_over_clock_period" unit="%">119</metric>
  </group>
  <group name="die">
    <metric name="area_of_the_chip" unit="um2">4660</metric>
    <metric name="floorplan.core_util" unit="%">42.7</metric>
    <metric name="floorplan.core_area" unit="um2">4120</metric>
    <metric name="die-height" unit="um">68.2</metric>
    <metric name="die_width" unit="um">68.2</metric>
    <metric name="floorplan.io_pins" unit="">38</metric>
    <metric name="rows" unit="">23</metric>
  </group>
  <group name="synthesis">
    <metric name="yosys.cell_types.count" unit="">31</metric>
    <metric name="synthesized_area" unit="um2">1760</metric>
    <metric name="yosys.stat.chipArea" unit="um2">1760</metric>
    <metric name="synth-seq-area-share" unit="%">50.0</metric>
    <metric name="synth_flop_count" unit="">35</metric>
    <metric name="syn-instance-count" unit="">165</metric>
    <metric name="syn_area_per_cell" unit="um2">10.6</metric>
    <metric name="ys_cells" unit="">165</metric>
    <metric name="ys.warnings.count" unit="">2</metric>
  </group>
  <group name="pwr">
    <metric name="netSwitchingFraction" unit="%">19.0</metric>
    <metric name="power.combinational.fraction" unit="%">0.4</metric>
    <metric name="power_density" unit="nW/um2">519</metric>
    <metric name="switchingPower" unit="W">0.000344</metric>
    <metric name="power.static_leakage" unit="nW">2.09</metric>
    <metric name="cell_internal_pwr" unit="W">0.00147</metric>
    <metric name="vdd_ir_drop_max" unit="V">0.000571</metric>
    <metric name="seqPwrFrac" unit="%">55.9</metric>
    <metric name="power.share.clock" unit="%">43.7</metric>
  </group>
  <group name="global_route">
    <metric name="grt_pass1_wl" unit="um">8680</metric>
    <metric name="vias_in_the_first_global_route" unit="">1811</metric>
    <metric name="grt_most_used_layer" unit="">met1</metric>
    <metric name="largest_net_degree_at_the_start_of_global_routing" unit="">20</metric>
    <metric name="grt_use_met2" unit="%">39.7</metric>
    <metric name="grtUsageTotal" unit="%">26.3</metric>
    <metric name="grt_overflow_total" unit="">0</metric>
    <metric name="number_of_antenna_violations_at_the_first_check_in_global_routing" unit="">0</metric>
    <metric name="global_route.usage.met1" unit="%">40.3</metric>
    <metric name="global_route.usage.met3" unit="%">6.93</metric>
  </group>
  <group name="placed_design">
    <metric name="placedCellCount" unit="">302</metric>
    <metric name="routabilityCongestion" unit="">0.885</metric>
    <metric name="detailed_placement_hpwl" unit="um">3280</metric>
    <metric name="dpl_cell_area" unit="um2">2650</metric>
    <metric name="portBuffers" unit="">37</metric>
  </group>
  <group name="clocking">
    <metric name="num_clock_sinks" unit="">35</metric>
    <metric name="cts_hold_repair.buffers" unit="">0</metric>
    <metric name="cts_buffer_depth" unit="">2</metric>
    <metric name="tritoncts" unit="">built</metric>
    <metric name="cts_root_buffer" unit="">sky130_fd_sc_hd__clkbuf_8</metric>
    <metric name="htreeDepth" unit="">2</metric>
    <metric name="clk-insertion-delay-late" unit="ns">0.28</metric>
    <metric name="cts_inserted_buffers" unit="">5</metric>
    <metric name="clk_transition_reported_paths" unit="ns">0.07</metric>
  </group>
  <group name="run_status">
    <metric name="failed_checks" unit="">negative setup slack</metric>
    <metric name="outcome" unit="">complete, but fails checks</metric>
  </group>
  <group name="job">
    <metric name="stage_log_warnings" unit="">29</metric>
    <metric name="drv.max_cap_violation_count" unit="">0</metric>
  </group>
  <group name="worst_hold_path">
    <metric name="hold_path_class" unit="">in -&gt; async</metric>
  </group>
</metrics>
-- routing by layer --
| metal | vias up | part of all wire, % |
|---|---|---|
| met1 | 945 | 46 |
| li1 | 874 | - |
| met5 | - | 0 |
| met3 | 8 | 5.2 |
| met2 | 64 | 49 |
| met4 | 0 | 0.73 |
-- cell families (layout without fill, tap and decap cells) --
family,after synthesis,count (layout),synth area share (%)
muxes,1,1,0.570
and+or+nand+nor,81,81,27.8
DFF,35,35,50.0
AOI/OAI and AO/OA,5,5,1.71
adders and majority gates,2,2,1.43
xor gates and xnor gates,29,29,14.5
buffers and inverters,12,154,4.06
-- synth_stat cells, drive strengths merged --
master / count / area, um2
nand4: 16 / 121
nor2: 9 / 33.8
dfrtp: 34 / 851
buf: 4 / 41.3
and3: 3 / 18.8
nor4b: 2 / 17.5
mux2i: 1 / 10.0
or4: 2 / 18.8
dfstp: 1 / 26.3
inv: 6 / 22.5
xnor2: 14 / 123
ha: 2 / 25.0
o21ai: 2 / 10.0
nor4: 12 / 100
o22ai: 1 / 6.26
nand3: 12 / 60.1
xor2: 15 / 131
and4: 1 / 8.76
nand2b: 1 / 6.26
or2: 2 / 12.5
clkbuf: 2 / 7.51
nor3: 7 / 35.0
nand2: 13 / 48.8
and2: 1 / 6.26
a21oi: 1 / 5.00
a22o: 1 / 8.76
-- final timing paths --
check / startpoint / cells after the start / end / slack, ns
max: controller_counter.result[15] / 4 / controller_counter.result[29] / -0.27
min: rst / 2 / cur_state[2] / 0.16
max reg2reg: controller_counter.result[15] / 4 / controller_counter.result[29] / -0.27
min reg2reg: cur_state[2] / 2 / controller_counter.result[0] / 0.35
max in group asynchronous: cur_state[2] / 2 / controller_counter.result[10] / 0.80
min in group clk0: cur_state[2] / 2 / cur_state[1] / 0.50
-- final cells by class --
type                       count  area (um2)  share of cell area [%]
clock buffer                   8         100                    2.87
multi-input combinational    118        1130                    32.5
sequential                    35         880                    25.2
inverter                       6        22.5                   0.645
tap                           50        62.6                    1.79
timing repair buffer         140        1290                    37.0
-- state kept, by name, summed over array words and instances (netlist names) --
register	count
cur_state	3
controller_counter.result	32
-- timing repair --
| action | in CTS | in global routing |
|---|---|---|
| pin swaps | 15 | 31 |
| buffers inserted | 36 | 12 |
| gates resized | 71 | 60 |
| endpoints found under the setup margin | 62 | 44 |
| gates cloned | 0 | 1 |
-- per-stage QoR --
| step | worst slack [ns] | util, % | power, W | TNS [ns] | hold slack [ns] |
|---|---|---|---|---|---|
| after floorplan | -0.231 | - | 0.00103 | -2.45 | 0.0329 |
| final | -0.271 | 84.8 | 0.00181 | -5.36 | 0.158 |
| after detailed placement | -0.227 | 64.3 | 0.00104 | -3.82 | 0.327 |
| after CTS | -0.200 | 76.8 | 0.00183 | -4.78 | 0.155 |
| after global routing | -0.337 | 84.8 | 0.00188 | -7.30 | 0.166 |
| after global placement | -0.193 | 64.3 | 0.00104 | -3.08 | 0.327 |
-- critical path, cell delays in order, from the launching register on --
cell,delay [ns]
sky130_fd_sc_hd__dfrtp_1,0.45
sky130_fd_sc_hd__nand4_1,0.22
sky130_fd_sc_hd__or4_4,0.50
sky130_fd_sc_hd__nor4_4,0.28
sky130_fd_sc_hd__xor2_1,0.15
-- power groups by stage --
| stage | registers [W] | logic, W | clock network [W] |
|---|---|---|---|
| 4_1_cts | 0.00101 | 0.00000817 | 0.000813 |
| 5_1_grt | 0.00101 | 0.00000856 | 0.000861 |
| 6_report | 0.00101 | 0.00000802 | 0.000790 |
Power is estimated from default activity; no workload was simulated.
