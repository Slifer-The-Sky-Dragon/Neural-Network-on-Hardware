### design/flow/config.mk
export PLATFORM = sky130hd
export DESIGN_NAME = Register_20
export DESIGN_NICKNAME = Register_20
export VERILOG_FILES = /design/flow/design.v
export SDC_FILE = /design/flow/constraint.sdc
export NUM_CORES = 4
export LEC_CHECK = 1
export CORE_AREA = 10 10 80 80
export DIE_AREA = 0 0 90 90
### design/flow/constraint.sdc
current_design Register_20

set clk_period 1.1
set clk_io_pct 0.2

create_clock -name clk0 -period $clk_period [get_ports {clk}]

set non_clock_inputs [all_inputs -no_clocks]
set_input_delay [expr $clk_period * $clk_io_pct] -clock clk0 $non_clock_inputs
set_output_delay [expr $clk_period * $clk_io_pct] -clock clk0 [all_outputs]
### design/flow/design.v
`timescale 1ns / 1ps
module Register_20(input clk, rst, load,
						 input[19:0] a,
						 output reg[19:0] b);
	always @(posedge clk, posedge rst) begin
		if(rst)
			b <= 20'b0;
		else if(load)
			b <= a;
	end
endmodule
### design/flow/run.sh
#!/bin/bash
# OpenROAD 26Q1-2900-gdf79404cd8, Yosys 0.63+post, stock flow scripts
make -C /OpenROAD-flow-scripts/flow DESIGN_CONFIG=/design/flow/config.mk WORK_HOME=/design/flow/orfs finish
==> notes.md <==
Notes on the flow run.

- Together, buffers and inverters on the worst path number 1.
- The count of H-tree levels built during CTS is 1, for reference.
- The highest clock rate this design can be run at is 0.955 GHz.
- The register with the most flip-flops in the layout has 20 of them.
- After layout, the design draws a total of 0.00172 W.
- The via count of the routed design is 535, for reference.
- As logged by OpenROAD, the buffers inserted on ports number 42.
- The number of clock sinks came to 20.
- The clock-pin slew on the worst setup and hold paths is 0.07 ns, for reference.
- The total CTS buffers is 3, for reference.
- Per the OpenROAD power report, leakage power amounts to 0.666 nW.
- The overall die size recorded for this design is 8100 µm².
- The slew of the pin with the lowest slew margin is 0.159 ns, for reference.
- The critical path's slowest stage uses the library cell sky130_fd_sc_hd__dfrtp_1.
- For this run, the detailed router's first-pass iteration total came to 4.
- The remaining routing DRC violations is 0, for reference.
- Per the gpl log, the routability congestion estimate is 0.686.
- The analysis reports a worst IR drop on VDD of 0.000463 V.
- The height of the die is 90 µm, for reference.
- The script logs the ratio of routed vias to standard cells as 3.26.
- The synthesized netlist contains 4 unique library cells.
- More flip-flops sit in one register than any other, and that register is b.
- The tally of yosys warning messages is 1, for reference.
- In this run, synthesis produced a sequential element count of 20.
- The synthesized area per cell is 19.2 µm², for reference.
- The largest registers in the layout are b (20).
- The clock arrives with 0 ns of skew.
- The chip area line of the yosys report is 827 µm², for reference.
- The starting DRC count in detailed routing is 7, for reference.
- After detailed placement, the design holds a cell count of 152.
- The starting density of the core is 0.175, for reference.
- The type of the worst setup path is reg2out, for reference.
- The class of the most critical hold timing path is in2async, for reference.
- The met1 track utilization from global routing is 0.0684, for reference.
- The layer with the highest usage after global routing is met2, for reference.
- The number of hold buffers added after CTS was 0.
- The count of pins on the block boundary is 43, for reference.
- The total area inside the core boundary comes to 4720 µm².
- The total of endpoints with negative setup slack in the final report is 0, for reference.
- The largest net degree at the start of global routing is 21, for reference.
- The number of logic stages on the critical path including buffering is 1, for reference.
- Per the final timing report, the hold violations number 0.
- Per the Yosys statistics, synthesis produced 43 cells.
- The floorplan row count is 25, for reference.
- The final timing summary puts the cycle share of the worst path at 0.952.
- Power spread over the standard cell area amounts to 1180 nW/µm².
- The clock network latency to the later pin of the worst-skew pair is 0.25 ns, for reference.
- The number of warnings in the stage logs is 25, for reference.
- STA classifies the critical path startpoint as a flip-flop.
- The die is 90 µm wide.
- The number of fill cells in the layout is 467, for reference.
- The post-synth design cell area is 827 µm², for reference.
- The total inserted antenna cells is 0, for reference.
- Note, the detailed placer reported a final HPWL of 1520 µm.
- The initial antenna violation count came to 0.
- The cell sitting at the root of the clock tree is a sky130_fd_sc_hd__clkbuf_8.
- In this run the deepest clock path goes through 2 buffers.
- The instance count of the mapped netlist is 43, for reference.
- For this run, global-route usage on met3 was measured as 0.0277.
- The maximum cell stage delay along the critical path is 0.39 ns, for reference.
- The number of global-route vias before repair was 621.
- The share of final-layout standard cells stronger than drive strength 1 is 0.351, for reference.
- The global routing report lists combined usage of all routing layers as 0.0506.
- The tally of non-filler cells in the final layout is 164, for reference.
- The required arrival time at the worst endpoint is 0.88 ns, for reference.
- Of the synthesized area, sequential elements account for 0.605.
- The type of destination of the critical path is a primary output, for reference.
- The timing report attributes the biggest portion of critical-path delay to flip-flops.
- TritonCTS built the clock tree.
- The arrival time of the worst setup path is 0.83 ns, for reference.
- The flow ran to the end, and the final reports show no timing, DRC or antenna violations.
- The count of cells along the worst register-to-register path is 3, for reference.
- The max-slew violation total from the final report is 0, for reference.
- The global-route congestion overflow total is 0, for reference.
- The average detailed-routed wire length per instance is 12.3 µm, for reference.
- Wires add up to 2020 µm.
- The worst relative slew slack is 0.894, for reference.
- The worst path in the final design needs a cycle of 1.05 ns, including I/O delays and setup.
- The run reported a max-capacitance violation count of 0.
- For reference, the critical path cell chain is clkdlybuf4s15_1.
- The critical path maximum fanout is 2.
- The first global-routing pass estimated 3370 µm of wire.
- The area growth from synthesis to layout is 76.1%.
- Nets still carrying antenna violations after routing amount to 0.
- Setup repair after global routing left no endpoint under its margin.
- Routing resource usage on met2 recorded by global route was 0.0738.
## timing repair
item,CTS,global route
setup buffers,6,3
gates resized,37,4
pin swaps,0,0
endpoints found under the setup margin,30,5
## worst paths after layout
check,from,endpoint,slack (ns)
worst max register to register,b[13],b[13],0.11
max in group asynchronous,rst,b[10],0.69
min in group clk0,b[11],b[11],0.51
worst min-delay path,rst,b[4],0.28
worst max-delay path,b[5],b[5],0.05
worst min register to register,b[11],b[11],0.51
## metrics by stage
step	instance area, µm²	hold WS [ns]	setup slack, ns	setup TNS, ns	util
after floorplan	827	0.184	0.318	0	-
after global placement	1350	0.494	-0.270	-5.33	0.286
after detailed placement	1350	0.495	-0.280	-5.53	0.286
after CTS	1430	0.281	0.00627	0	0.303
after global routing	1460	0.341	0.00467	0	0.308
final	1460	0.281	0.0523	0	0.308
## cell usage after synthesis
cell type | n | share of area
sky130_fd_sc_hd__mux2_4 | 20 | 0.36
sky130_fd_sc_hd__buf_6 | 2 | 0.027
sky130_fd_sc_hd__inv_1 | 1 | 0.0045
sky130_fd_sc_hd__dfrtp_1 | 20 | 0.61
## where the power goes
group	switching, W	internal, W	leakage [nW]
logic	0.0000868	0.000311	0.410
registers	0.0000389	0.000809	0.234
clock network	0.000228	0.000243	0.0216
total	0.000353	0.00136	0.666
## cell usage in the layout (no fill, tap or decap)
cell and instances:
sky130_fd_sc_hd__clkdlybuf4s15_1 20, sky130_fd_sc_hd__mux2_4 20, sky130_fd_sc_hd__dlygate4sd2_1 1, sky130_fd_sc_hd__clkbuf_8 3, sky130_fd_sc_hd__clkdlybuf4s50_1 21, sky130_fd_sc_hd__buf_4 9, sky130_fd_sc_hd__buf_12 2, sky130_fd_sc_hd__inv_1 1
sky130_fd_sc_hd__dfrtp_1 20
## cell type report
| type | count | area, µm² | share of cell area |
|---|---|---|---|
| repair buffers | 53 | 527 | 0.362 |
| flip-flops and latches | 20 | 500 | 0.344 |
| multi-input cells | 20 | 300 | 0.206 |
| well taps | 67 | 83.8 | 0.0576 |
| clock buffers | 3 | 41.3 | 0.0284 |
| inverters | 1 | 3.75 | 0.00258 |
## per-layer routing
metal  vias up  part of all wire
li1        257                 -
met4         0                 0
met5         -                 0
met1       248              0.48
met3         0              0.10
met2        30              0.42
## worst register-to-register path, delay by kind of cell, from the launching register on
kind	cells	cell delay (ns)
buffers and inverters	2	0.25
muxes	1	0.25
DFF	1	0.38
## logic make-up after synthesis
family,Yosys count,synth area share
flops,20,0.605
buf+inv,3,0.0318
mux,20,0.363
No activity file was given, so power comes from the tool's default toggle rates.
